## flow/config.mk

```make
export PLATFORM = sky130hd
export DESIGN_NAME = InstructionFetch
export DESIGN_NICKNAME = InstructionFetch
export VERILOG_FILES = /design/flow/design.v
export SDC_FILE = /design/flow/constraint.sdc
export NUM_CORES = 4
export LEC_CHECK = 1
export CORE_AREA = 10 10 70 70
export DIE_AREA = 0 0 80 80
```

## flow/constraint.sdc

```tcl
current_design InstructionFetch

set clk_period 1.0
set clk_io_pct 0.2

create_clock -name clk0 -period $clk_period [get_ports {clk}]

set non_clock_inputs [all_inputs -no_clocks]
set_input_delay [expr $clk_period * $clk_io_pct] -clock clk0 $non_clock_inputs
set_output_delay [expr $clk_period * $clk_io_pct] -clock clk0 [all_outputs]
```

## flow/design.v

```verilog
`timescale 1ns / 1ps
module InstructionFetch(
  input clk,
  input [5:0] PC,  
  input IF_Flush,  
  output reg [5:0] PC_plus_4,
  output reg [31:0] instruction
  );
  wire [31:0] instr_at_PC;
  InstructionMemory instr_mem(clk, PC, instr_at_PC);
  always @(posedge clk) begin
    PC_plus_4 <= PC + 4;
    if (~IF_Flush)
      instruction <= instr_at_PC;
    else
      instruction <= 0;
  end
endmodule
`timescale 1ns / 1ps
module InstructionMemory(
  input clk,
  input [5:0] instruction_address,
  output reg [31:0] instruction
  );
  reg [31:0] instruction_memory_file[5:0];
  initial
  begin
    instruction_memory_file[0] <= 1337;
    instruction_memory_file[4] <= 4294967295;
  end
  always @(*) begin
    instruction = instruction_memory_file[instruction_address];
  end
endmodule
```

## flow/run.sh

```bash
#!/bin/bash
# OpenROAD 26Q1-2900-gdf79404cd8, Yosys 0.63+post, stock flow scripts
make -C /OpenROAD-flow-scripts/flow DESIGN_CONFIG=/design/flow/config.mk WORK_HOME=/design/flow/orfs finish
```

==> summary.txt <==
fresh numbers from the pnr run: status=finished with violations, violated checks=setup timing, part of the power in registers=0.398, Critical Path, Cell by Cell=buf_6 > buf_16 > buf_8 > buf_6, Vias=approximately 360, fp util=0.126, CP Launch Type=flop, Final Max Slew Viols=0, net load switching power=183 µW, Internal=roughly 700 µW, Hold Crit Endpoint=PC_plus_4[0], crit path DRT=around 0.80 ns, worst vdd ir=approximately 570 µV, antenna-violating nets left=0, DR pass1 iterations=2, endpoints failing setup=31, max incr delay on CP=0.36 ns, Post-Syn Area=between 400 and 500 µm², CTS clk-pin slew, worst paths=about 0.06 ns, Max clock buf depth=2, share of layout cells above drive strength 1=0.653, DP Worst Slack=-0.164 ns, DR vias/cell=~3, n_diodes=0, yosys stat area=around 430 µm², placed insts=between 100 and 150, most numerous logic cells after layout=38 x buf_6, 7 x clkdlybuf4s50_1, 6 x dfxtp_1, 5 x clkdlybuf4s15_1, 3 x clkbuf_4, Top delay family on crit path=buffers and inverters, switching share of power=0.208, Synth flops=8, Root Driver=clkbuf_4, CP Capture Type=primary output, die width=80 µm, cycle use final=1.27, row count=21, Worst Path Max Fanout=4, Worst Hold Class=input pin to flop, CP dominant cell by count=buf_6, Slew headroom=0.915, Hold Crit Depth=1, Crit Path Category=flop to primary output, total CTS buffers=3, tool warnings=27, vias in the first global route=between 400 and 500, most frequent logic cell in the layout=buf_6, initial antenna violation count=0, Clock Sinks=8, max_cap viols=0, DRC=0, WP data arrival=about 1.1 ns, unrepaired setup endpoints after global routing=true, Seq share, synth=0.371, Final Wtd Congestion=between 0.6 and 0.7, total grt overflow=0, combinational fraction of design power=0.328, P_leak=roughly 0.44 nW, gr usage total=0.0407, CTS Hold Bufs=0, I/O Pins=46, initial DRC count=1, cell count after synthesis=between 40 and 50, Final Power=approximately 880 µW, synthesized area per cell=9.59 µm², Power per Cell Area=938 nW/µm², H-tree levels=1, Critical Path Stages=4, Die Height=80 µm, minimum clock period after layout=approximately 1.3 ns, TritonCTS clock tree=done, largest net degree at the start of global routing=6, DIE AREA=6400 µm², Clk network pwr share=0.274, Max Clock Freq=slightly below 0.8 GHz, Non-Filler Instances=roughly 120, worst path buffer plus inverter count=4, Cell variety after synth=8, PortBufs=between 40 and 50, YS warnings=2, slowest cell on the critical path=dfxtp_4, final hold viol count=0, mean routed wirelength per cell=around 12 µm, global-route wire length before repair=2.08 mm, core area=about 3400 µm², Detailed Route WL=about 1.4 mm, hold path start=PC[0], PnR worst setup slack=-0.274 ns, Area growth syn-to-layout=117%, Slew @ Worst Pin=approximately 0.13 ns, Yosys Instances=~45, DP Wirelength=1.02 mm
## logic make-up (layout without fill, tap and decap cells)
family / Yosys count / in the layout / synth area share
xor+xnor: 2 / 2 / 0.0406
fa+ha+maj: 1 / 1 / 0.0290
buf+inv: 32 / 62 / 0.539
flops: 8 / 8 / 0.371
simple gates: 2 / 2 / 0.0203
## how the worst max path moves through the flow
stage / startpoint / endpoint / slack, ns
CTS: instruction[30] / instruction[12] / -0.29
global route: instruction[30] / instruction[22] / -0.31
finish: instruction[30] / instruction[23] / -0.27
## metal layers
| layer | share of wire | routed length [µm] | vias up | track usage |
|---|---|---|---|---|
| met5 | 0 | 0 | - | 0 |
| met4 | 0.0083 | 12 | 0 | 0.00880 |
| met3 | 0.27 | 389 | 2 | 0.0443 |
| met2 | 0.40 | 573 | 37 | 0.0594 |
| met1 | 0.33 | 472 | 159 | 0.0384 |
| li1 | - | - | 166 | - |
## flip-flops by register name, indices dropped and copies added (netlist names)
name,count
PC_plus_4,6
instruction,2
## power groups by stage
| stage | logic [mW] | registers, mW | clock network (mW) |
|---|---|---|---|
| CTS | 0.308 | 0.351 | 0.256 |
| finish | 0.289 | 0.350 | 0.241 |
| global route | 0.314 | 0.354 | 0.265 |
## per-stage QoR
stage	area (µm²)	setup TNS [ns]	utilization	hold WS [ns]
6_report	938	-3.85	0.275	0.395
5_1_grt	938	-5.05	0.275	0.399
4_1_cts	977	-5.88	0.286	0.384
3_5_place_dp	743	-4.58	0.218	0.654
3_3_place_gp	743	-4.27	0.218	0.651
2_1_floorplan	433	0	-	0.228
## Yosys cell counts
cell type | number | area (µm²)
nor2_1 | 1 | 3.75
nand3_1 | 1 | 5.00
xor2_1 | 1 | 8.76
inv_1 | 2 | 7.51
xnor2_1 | 1 | 8.76
buf_4 | 30 | 225
dfxtp_1 | 8 | 160
ha_1 | 1 | 12.5
## final cells by class
class,instances,area (µm²)
fill,353,2480
timing repair buffer,57,644
sequential,8,168
tap,46,57.6
multi-input combinational,5,38.8
clock buffer,3,22.5
inverter,2,7.51
## timing repair
| action | CTS | global route |
|---|---|---|
| buffers inserted | 10 | 1 |
| gates resized | 147 | 8 |
| cloned | 3 | 0 |
| setup endpoints to repair | 38 | 35 |
No activity file was given, so power comes from the tool's default toggle rates.
