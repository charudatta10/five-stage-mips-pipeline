==> design/flow/design.v <==
`timescale 1ns / 1ps
module OneBitALU(a, b, cin, less, op, result, cout, g, p, set);
	input a, b, cin;
	input less;
	input [2:0] op;
	output result;
	output cout;
	output g, p;
	output set;
	wire b_n;
	assign b_n = ((~op[2]) & b) + ((~b) & op[2]);
	wire g_n, p_n;
	assign g_n = (b_n & a);
	assign p_n = (a + b_n);
	assign g = g_n;
	assign p = p_n;
	wire set_n;
	OneBitAdded OneBitAdded_1(a, b_n, cin, set_n, cout);
	assign set = set_n;
	assign result = ((~op[1]) & (~op[0]) & g_n) | ((~op[1]) & op[0] & p_n) | (op[1] & (~op[0]) & p_n) | (op[1] & op[0] & less);
endmodule
module OneBitAdded(a, b, cin, s, cout);
	input a, b, cin;
	output s, cout;
	assign s = ((~a) & b & (~cin)) | ((~a) & (~b) & cin) | (a & b & cin) | (a & (~b) & (~cin));
	assign cout = ((~a) & b & cin) | (a & (~b) & cin) | (a & b & (~cin)) | (a & b & cin);
endmodule
==> design/flow/run.sh <==
#!/bin/bash
# OpenROAD 26Q1-2900-gdf79404cd8, Yosys 0.63+post, stock flow scripts
make -C /OpenROAD-flow-scripts/flow DESIGN_CONFIG=/design/flow/config.mk WORK_HOME=/design/flow/orfs finish
==> design/flow/config.mk <==
export PLATFORM = sky130hd
export DESIGN_NAME = OneBitALU
export DESIGN_NICKNAME = OneBitALU
export VERILOG_FILES = /design/flow/design.v
export SDC_FILE = /design/flow/constraint.sdc
export NUM_CORES = 4
export LEC_CHECK = 1
export CORE_AREA = 10 10 70 70
export DIE_AREA = 0 0 80 80
==> design/flow/constraint.sdc <==
current_design OneBitALU

set clk_period 1.2
set clk_io_pct 0.2

create_clock -name clk0 -period $clk_period

set non_clock_inputs [all_inputs -no_clocks]
set_input_delay [expr $clk_period * $clk_io_pct] -clock clk0 $non_clock_inputs
set_output_delay [expr $clk_period * $clk_io_pct] -clock clk0 [all_outputs]
==> results.txt <==
Implementation numbers.

- The flow ran to the end, but the final reports show violations.
- The final reports fail on negative setup slack.
- The width of the die is about 80 um.
- In this run the VDD rail shows a maximum IR drop of 0.0447 mV.
- Warnings raised by the tools during the run amount to 36.
- The global placer's final weighted congestion reads between 0.7 and 0.8.
- The count of mapped cells out of synthesis reads 15.
- The proportion of layout cells with a drive suffix above 1 is around 68%.
- The type of the most critical hold path reads input port to primary output.
- The area of the placeable core is 3420 um^2.
- The maximum number of pins on one net before global-route repair reads 5.
- The share of Yosys cell area claimed by the top area cell type reads around 24%.
- The number of endpoints failing setup at the final stage reads 5.
- The final report gives the core utilization as between 10% and 20%.
- The transition time at the pin with the least slew margin reads roughly 0.22 ns.
- The endpoint of the worst hold path is reported as g.
- The number of diodes is 0.
- The overall global routing resource usage reads between 1 and 1.5%.
- The met2 usage is 2.49%.
- The number of ports placed on the die boundary is 12.
- Setup repair after global routing could not meet its margin everywhere.
- The commonest cells after synthesis are inv_1, ha_1.
- The detailed-route vias per instance is around 1.9.
- The signed area change from the synthesized netlist to the final layout reads 249%.
- The peak fanout along the critical path reads 3.
- The number of standard cells reported by yosys is 15.
- The fraction of the core area occupied by cells at floorplan reads 3.04%.
- Setup slack on the critical path of the routed design comes to -0.307 ns.
- The number of antenna-violating nets in the routed design reads 0.
- The data required time at the worst endpoint reads between 0.9 and 1 ns.
- For this design the ratio of total power to cell area is around 410 nW/um^2.
- The sequential cells in the finished layout cover a total of 0 um^2.
- The most used routing layer reads met2.
- The timing-limited maximum frequency reads 664 MHz.
- The floorplan step defined a die boundary enclosing 6400 um^2.
- The average footprint of a synthesized cell is ~7 um^2.
- Row generation in the floorplan step produced 21 rows.
- The initial antenna violation count is 0.
- By area the synthesized netlist is led by ha_1, inv_1, fa_1, mux2i_1, xor2_1.
- The final routed wirelength across all metal layers reads ~480 um.
- The via count reads ~150.
- The sequential cell area fraction in the yosys report reads 0%.
- The dominant cell type by area after synthesis reads ha_1.
- The count of synthesis-stage warnings from yosys reads 0.
- The number of maximum-capacitance violations reads 0.
- The count of different cell masters after synthesis is 9.
- The first-pass GRT wire length is about 750 um.
- The sequential cell count is 0.
- The worst min-delay path startpoint reads a.
- The first routing iteration left 0 violations.
- The startpoint class of the critical path reads an input port.
- The global routing usage on met3 is less than 1%.
- The global routing usage on met1 reads approximately 1.5%.
- The critical path in this run is classified as input port to primary output.
- By instance count, the leading cell after synthesis is inv_1.
- The hold violation count in the final report is 0.
- The total cell area reported by yosys after synthesis reads 104 um^2.
- The number of global-route vias before repair is between 150 and 200.
- The setup slack after placement reads -1.06 ns.
- The global route total overflow is 0.
- The number of cells on the worst hold path is listed as 3.
- The number of max-slew violations in the final report is 0.
- The kind of end point of the critical path reads a primary output.
- The number of clock buffers in the layout reads 0.
- The number of buffers inserted by port buffering is 12.
- The relative slew slack reads between 80% and 90%.
- For the finished layout, the period the worst path requires is between 1.5 and 2 ns.
- The leakage component of the power was reported as roughly 0.15 nW.
- The endpoint arrival time on the critical path reads approximately 1.3 ns.
- The vertical die dimension is 80 um.
- The post-synth design cell area reads approximately 100 um^2.
- In the placement report, post-DP HPWL is listed as 378 um.
- For this run, the detailed router's first-pass iteration total came to 1.
- For reference, the critical path is launched at op[2].
- The portion of the clock cycle consumed by the worst path in the final layout reads 126%.
- The final routed wire length divided by cell count reads between 6 and 7 um.
- The DRC violation total left in the routed layout is recorded as 0.
## layout make-up
class	count	area, um^2
multi-input combinational	9	139
inverter	6	22.5
tap	46	57.6
fill	409	3050
timing repair buffer	16	144
## worst max-delay path, stage by stage
cell and delay [ns]:
buf_8 0.10, xor2_4 0.21, ha_4 0.23, buf_6 0.12, nor2_4 0.07, a21oi_2 0.04
mux2i_1 0.14, buf_2 0.12
## metrics by stage
step | area (um^2) | setup TNS, ns | cells | hold slack [ns] | total power, W
2_1_floorplan | 111 | 0 | 15 | 0.512 | 0.0000299
3_3_place_gp | 304 | -4.71 | 75 | 1.42 | 0.000122
3_5_place_dp | 304 | -4.78 | 75 | 1.43 | 0.000123
4_1_cts | 367 | -1.20 | 78 | 1.02 | 0.000157
5_1_grt | 363 | -1.20 | 77 | 0.979 | 0.000170
6_report | 363 | -0.954 | 77 | 0.944 | 0.000150
## kinds of logic (layout without fill, tap and decap cells)
logic type | count (synthesis) | in the layout | share of synthesized area, %
fa+ha+maj | 3 | 3 | 43.4
compound gates | 2 | 2 | 9.63
simple gates | 2 | 2 | 7.22
xor+xnor | 1 | 1 | 8.44
buf+inv | 6 | 22 | 21.7
mux | 1 | 1 | 9.64
## cells in the final DEF (no fill, tap or decap)
cell / synthesis / layout
inv_2: 0 / 4
buf_2: 0 / 4
clkdlybuf4s50_1: 0 / 3
buf_6: 0 / 3
inv_1: 6 / 2
ha_4: 0 / 2
buf_8: 0 / 2
dlygate4sd2_1: 0 / 2
xor2_4: 0 / 1
nand2_1: 1 / 1
o21ai_1: 0 / 1
nor2_4: 0 / 1
a21oi_2: 0 / 1
mux2i_1: 1 / 1
fa_2: 0 / 1
clkbuf_2: 0 / 1
buf_4: 0 / 1
## worst max path at each step
stage | cells after the start | to | slack, ns
after CTS | 6 | set | -0.33
after global routing | 8 | result | -0.39
final | 8 | result | -0.31
## routing by layer
metal	vias to the layer above	wire length (um)	part of all wire (%)
met3	0	52	11
met4	0	0	0
met1	64	185	38
met2	8	243	51
met5	-	0	0
li1	74	-	-
## repair_timing
item,CTS,global route
hold buffers,0,0
gates resized,43,5
pin swaps,4,4
setup buffers,3,0
endpoints found under the setup margin,5,5
gates cloned,0,0
## power by group
| group | switching, W | total, W | internal, W |
|---|---|---|---|
| logic | 0.0000560 | 0.000150 | 0.0000936 |
| registers | 0 | 0 | 0 |
| clock network | 0 | 0 | 0 |
| total | 0.0000560 | 0.000150 | 0.0000936 |
Power figures rest on the tool's default switching activity, not on a simulated workload.
