==> /design/flow/run.sh <==
#!/bin/bash
# OpenROAD 26Q1-2900-gdf79404cd8, Yosys 0.63+post, stock flow scripts
make -C /OpenROAD-flow-scripts/flow DESIGN_CONFIG=/design/flow/config.mk WORK_HOME=/design/flow/orfs finish
==> /design/flow/config.mk <==
export PLATFORM = sky130hd
export DESIGN_NAME = InstructionDecoder
export DESIGN_NICKNAME = InstructionDecoder
export VERILOG_FILES = /design/flow/design.v
export SDC_FILE = /design/flow/constraint.sdc
export NUM_CORES = 4
export LEC_CHECK = 1
export CORE_AREA = 10 10 117 117
export DIE_AREA = 0 0 127 127
==> /design/flow/constraint.sdc <==
current_design InstructionDecoder

set clk_period 8.7
set clk_io_pct 0.2

create_clock -name clk0 -period $clk_period

set non_clock_inputs [all_inputs -no_clocks]
set_input_delay [expr $clk_period * $clk_io_pct] -clock clk0 $non_clock_inputs
set_output_delay [expr $clk_period * $clk_io_pct] -clock clk0 [all_outputs]
==> /design/flow/design.v <==
`timescale 1ns / 1ps
module ALUOpToALUControl(ALUOp, Funct, ALUControl);
input [1:0] ALUOp;
input [5:0] Funct;
output reg [2:0] ALUControl; 
always @ (ALUOp, Funct) begin
	case(ALUOp)
		2'b 00: ALUControl = 3'b 010;
		2'b 01: ALUControl = 3'b 110;
		2'b 10: begin
			case(Funct)
				6'b 100000: ALUControl = 3'b 010;
				6'b 100010: ALUControl = 3'b 110;
				6'b 100100: ALUControl = 3'b 000;
				6'b 100101: ALUControl = 3'b 001;
				6'b 101010: ALUControl = 3'b 111;
			endcase 
			end
	endcase	
	end		
endmodule
`timescale 1ns / 1ps
module ControlOld(opcode, ALUSrc, ALUOp, RegDst, MemWrite, MemRead, Beq, Bne, Jump, MemToReg, RegWrite);
input [5:0] opcode;  
output reg ALUSrc, RegDst, MemWrite, MemRead, Beq, Bne, Jump, MemToReg, RegWrite;  
output reg [1:0] ALUOp;  
always @(*) begin
ALUSrc = 0;  RegDst = 0;  MemWrite = 0;   MemRead = 0;  Beq = 0;   Bne = 0;  Jump = 0;  MemToReg = 0;  RegWrite = 0;
case(opcode)
6'b 000100:  
	begin
	  ALUOp = 2'b 01;
	  Beq = 1; 
	end
6'b 000101: begin 
	  ALUOp = 2'b 01;
	  Bne = 1; 
	end
6'b 000010: begin 
	  ALUOp = 2'b 11;
	  Jump = 1;
	end
6'b 100011: begin 
	  ALUOp = 2'b 00;
	  ALUSrc = 1;   MemToReg = 1;   RegWrite = 1;   MemRead = 1;
	end
6'b 101011: begin  
	  ALUOp = 2'b 00;
	  ALUSrc = 1;   MemWrite = 1;
	end
6'b 000000:  
	begin
	  ALUOp = 2'b 10;
	  RegDst = 1;   RegWrite = 1;
	end
endcase	
end
endmodule
`timescale 1ns / 1ps
module Control(opcode, funct, ALUSrc, RegDst, MemWrite, MemRead, Beq, Bne, Jump, MemToReg, RegWrite, ALUControl); 
input [5:0] opcode;  
input [5:0] funct;   
output ALUSrc, RegDst, MemWrite, MemRead, Beq, Bne, Jump, MemToReg, RegWrite;  
output [2:0] ALUControl;  
wire [1:0] ALUOp;
ControlOld Cntrl(opcode, ALUSrc, ALUOp, RegDst, MemWrite, MemRead, Beq, Bne, Jump, MemToReg, RegWrite);
ALUOpToALUControl ALUOp2Ctrl(ALUOp, funct, ALUControl);
endmodule
module InstructionDecoder(
input Clk, 
input [31:0] Instruction,
input [31:0] PC_plus_4,
output ALUSrc, RegDst, MemWrite, MemRead, Beq, Bne, Jump, MemToReg, RegWrite, 
output [2:0] ALUControl,
output reg [31:0] branch_addr,
output [31:0] ReadData1, ReadData2
);
wire [31:0] branch_cmp;
wire [4:0] Register_Rs, Register_Rt, Register_Rd;
Control ID_Control(Instruction[31:26], Instruction[5:0], ALUSrc, RegDst, MemWrite, MemRead, Beq, Bne, Jump, MemToReg, RegWrite, ALUControl); 
SignExtension ID_BranchExt(Instruction[15:0], branch_cmp);
always @(*) begin
  branch_addr <= (branch_cmp << 2) + PC_plus_4;
end
assign Register_Rs = Instruction[25:21];
assign Register_Rt = Instruction[20:16];
assign Register_Rd = Instruction[15:11];                   
RegisterFile registers(Register_Rs, Register_Rt, Register_Rd, branch_cmp, 0, Clk, ReadData1, ReadData2);
endmodule
`timescale 1ns / 1ps
module RegisterFile(ReadRegister1, ReadRegister2, WriteRegister, WriteData, RegWrite, Clk, ReadData1, ReadData2);
input [4:0] ReadRegister1, ReadRegister2;  
input [4:0] WriteRegister;  
input [31:0] WriteData;  
input RegWrite;  
input Clk;
output reg [31:0] ReadData1, ReadData2;
reg [31:0] Register0,
			  Register1,
			  Register2,
			  Register3,
			  Register4,
			  Register5,
			  Register6,
			  Register7,
			  Register8,
			  Register9,
			  Register10,
			  Register11,
			  Register12,
			  Register13,
			  Register14,
			  Register15,
			  Register16,
			  Register17,
			  Register18,
			  Register19,
			  Register20,
			  Register21,
			  Register22,
			  Register23,
			  Register24,
			  Register25,
			  Register26,
			  Register27,
			  Register28,
			  Register29,
			  Register30,
			  Register31;
   initial begin
   Register0=1;
   end
always @(*) begin
	if (RegWrite) begin
		case(WriteRegister)
			0: Register0 = WriteData;
			1: Register1 = WriteData;
			2: Register2 = WriteData;
			3: Register3 = WriteData;
			4: Register4 = WriteData;
			5: Register5 = WriteData;
			6: Register6 = WriteData;
			7: Register7 = WriteData;
			8: Register8 = WriteData;
			9: Register9 = WriteData;
			10: Register10 = WriteData;
			11: Register11 = WriteData;
			12: Register12 = WriteData;
			13: Register13 = WriteData;
			14: Register14 = WriteData;
			15: Register15 = WriteData;
			16: Register16 = WriteData;
			17: Register17 = WriteData;
			18: Register18 = WriteData;
			19: Register19 = WriteData;
			20: Register20 = WriteData;
			21: Register21 = WriteData;
			22: Register22 = WriteData;
			23: Register23 = WriteData;
			24: Register24 = WriteData;
			25: Register25 = WriteData;
			26: Register26 = WriteData;
			27: Register27 = WriteData;
			28: Register28 = WriteData;
			29: Register29 = WriteData;
			30: Register30 = WriteData;
			31: Register31 = WriteData;
		endcase
		end
	else begin
		case(ReadRegister1)
			0: ReadData1 = Register0;
			1: ReadData1 = Register1;
			2: ReadData1 = Register2;
			3: ReadData1 = Register3;
			4: ReadData1 = Register4;
			5: ReadData1 = Register5;
			6: ReadData1 = Register6;
			7: ReadData1 = Register7;
			8: ReadData1 = Register8;
			9: ReadData1 = Register9;
			10: ReadData1 = Register10;
			11: ReadData1 = Register11;
			12: ReadData1 = Register12;
			13: ReadData1 = Register13;
			14: ReadData1 = Register14;
			15: ReadData1 = Register15;
			16: ReadData1 = Register16;
			17: ReadData1 = Register17;
			18: ReadData1 = Register18;
			19: ReadData1 = Register19;
			20: ReadData1 = Register20;
			21: ReadData1 = Register21;
			22: ReadData1 = Register22;
			23: ReadData1 = Register23;
			24: ReadData1 = Register24;
			25: ReadData1 = Register25;
			26: ReadData1 = Register26;
			27: ReadData1 = Register27;
			28: ReadData1 = Register28;
			29: ReadData1 = Register29;
			30: ReadData1 = Register30;
			31: ReadData1 = Register31;
		endcase
		case(ReadRegister2)
			0: ReadData2 = Register0;
			1: ReadData2 = Register1;
			2: ReadData2 = Register2;
			3: ReadData2 = Register3;
			4: ReadData2 = Register4;
			5: ReadData2 = Register5;
			6: ReadData2 = Register6;
			7: ReadData2 = Register7;
			8: ReadData2 = Register8;
			9: ReadData2 = Register9;
			10: ReadData2 = Register10;
			11: ReadData2 = Register11;
			12: ReadData2 = Register12;
			13: ReadData2 = Register13;
			14: ReadData2 = Register14;
			15: ReadData2 = Register15;
			16: ReadData2 = Register16;
			17: ReadData2 = Register17;
			18: ReadData2 = Register18;
			19: ReadData2 = Register19;
			20: ReadData2 = Register20;
			21: ReadData2 = Register21;
			22: ReadData2 = Register22;
			23: ReadData2 = Register23;
			24: ReadData2 = Register24;
			25: ReadData2 = Register25;
			26: ReadData2 = Register26;
			27: ReadData2 = Register27;
			28: ReadData2 = Register28;
			29: ReadData2 = Register29;
			30: ReadData2 = Register30;
			31: ReadData2 = Register31;
		endcase
	end
end
endmodule
`timescale 1ns / 1ps
module SignExtension(a, result);
	input [15:0] a;
	output reg [31:0] result;	
	always @(a) begin
	result[15:0] = a[15:0];
	if (a[15]) result[31:16] <= 16'b 1111111111111111;
	else result[31:16] <= 16'b 0000000000000000;	
	end
endmodule
==> flow_metrics.py <==
# Auto-generated metrics
metrics = {
    "grt": {
        "grt_start_max_net_pins": 16,
        "first_global_vias": 2400,
        "grt_usage_pct": 8.53,
        "antenna_found_initial": 0,
        "grt-ovfl-total": 0,
        "grt_pass1_wl_um": 11800,
    },
    "sta": {
        "finalMaxSlewViolations": 0,
        "finalCriticalPeriod_ns": 6.90,
        "period_used_pct": 79.3,
        "unclocked_regs": 5,
        "relSlewSlack_pct": 54.1,
        "setup_viol": 0,
        "untimed_endpoints": 8,
        "finalSetupTns_ns": 0,
        "max_slew.worst_pin.slew_ns": 0.686,
        "hold_viol": 0,
        "max_freq_ghz": 0.145,
        "rsz0062_at_grt": "no",
    },
    "synth": {
        "synthArstFlopShare_pct": 0,
        "synth_top_flop_cell": "dlxtn_1",
        "ys_types": 57,
        "netlist_area_um2": 2360,
        "syn_inst": 314,
        "synth_area_per_cell_um2": 7.50,
        "ys_warn_count": 6,
        "synth-edff-count": 0,
        "yosys_area_um2": 2360,
        "yosys_cells": 314,
        "ys_ff": 5,
    },
    "floorplanning": {
        "die_area_um2": 16100,
        "coreArea_um2": 11300,
        "io-pin-count": 173,
        "die_y_um": 127,
        "core.rowCount": 39,
        "die_w_um": 127,
        "initCoreUtil_pct": 20.8,
    },
    "power_and_ir_drop": {
        "power.internal_mw": 0.124,
        "sw_frac_of_total_pct": 41.9,
        "power_frac_comb_pct": 99.6,
        "p_sw_mw": 0.0896,
        "p_leak_nw": 1.36,
        "p_seq_share_pct": 0.4,
        "clkPwrFrac_pct": 0,
        "irDropWorstVdd_mv": 0.0350,
        "p_per_area_nw_per_um2": 67.3,
    },
    "finish": {
        "drive_above_1_share_pct": 2.76,
        "design_area_um2": 3180,
        "area_growth_syn_to_layout_pct": 34.9,
        "multiInputGateArea_um2": 1960,
        "fillerInstances": 1223,
        "utilization_pct": 28.1,
        "regArea_um2": 75.1,
    },
    "setup_path": {
        "cp_top_family": "AND-OR/OR-AND gates",
        "required_ns": 6.96,
        "cp-start-kind": "input port",
        "critical_path_buf_inv_count": 2,
        "crit_type": "input port to output pin",
        "cp_max_fo": 4,
        "cp_data_arrival_time_ns": 5.16,
        "path_cells": "clkdlybuf4s50_1 > ha_1 > fa_1 > a21oi_1 > nor2b_1 > a311o_1 > a21boi_1 > o311ai_1 > a221oi_1 > xnor2_1 > clkdlybuf4s50_1",
        "crit_top_cell": "clkdlybuf4s50_1",
        "slowest_stage": "clkdlybuf4s50_1",
        "end_kind": "output pin",
        "slowest_delay_ns": 0.52,
    },
    "detailed_routing": {
        "routed_wl_um": 7540,
        "first_pass_iters": 4,
        "drtAntennaViolNets": 0,
        "route.detailed.drc": 0,
        "num_vias": 2327,
        "drtIter0Drc": 97,
        "via_per_inst": 4.30,
        "n_antenna_cell": 0,
        "wire_per_inst_um": 13.9,
    },
    "clocking": {
        "postCtsHoldBufs": 0,
        "ctsResizeCount": 0,
        "cts_setup_buffers": 0,
    },
    "job": {
        "warning_count": 45,
        "drv_cap": 0,
    },
    "place": {
        "io_buffer_count": 94,
        "place_area_um2": 3180,
        "dp_hpwl_um": 6670,
        "gp_congestion": 0.886,
    },
    "worst_hold_path": {
        "hp-class": "input port to output pin",
    },
    "status": {
        "status": "complete, no violations",
    },
}
## registers in the layout, summed over array words and instances (netlist names)
name and cells:
ID_Control.Cntrl.ALUOp 2, ID_Control.ALUOp2Ctrl.ALUControl 3
## worst paths after layout
kind / startpoint / endpoint / slack [ns] / depth (start not counted)
worst max-delay path: Instruction[0] / branch_addr[20] / 1.80 / 11
worst min-delay path: PC_plus_4[0] / branch_addr[0] / 3.48 / 0
## cells in the mapped netlist (3+ instances only)
library cell | n | area share (%)
a211oi_1 | 3 | 0.96
a21o_1 | 7 | 2.2
a21oi_1 | 22 | 4.7
and2_1 | 3 | 0.80
and3_1 | 3 | 0.80
buf_4 | 67 | 21
clkbuf_1 | 3 | 0.48
dlxtn_1 | 5 | 3.2
ha_1 | 32 | 17
inv_1 | 7 | 1.1
nand2_1 | 20 | 3.2
nand2b_1 | 3 | 0.80
nand3_1 | 6 | 1.3
nor2_1 | 19 | 3.0
nor2b_1 | 5 | 1.3
nor3_1 | 7 | 1.5
nor4_1 | 4 | 1.1
o211ai_1 | 3 | 0.96
o21a_1 | 5 | 1.6
o21ai_0 | 7 | 1.5
o21ai_1 | 4 | 0.85
o21bai_1 | 5 | 1.6
or2_2 | 4 | 1.1
xnor2_1 | 16 | 5.9
xor2_1 | 11 | 4.1
## cells by family (layout without fill, tap and decap cells)
| family | Yosys count | in the layout | synth area share (%) |
|---|---|---|---|
| AND-OR/OR-AND | 84 | 84 | 27.0 |
| AND/OR/NAND/NOR | 83 | 83 | 17.6 |
| buffers and inverters | 79 | 101 | 23.6 |
| adder cells (fa/ha/maj) | 33 | 33 | 17.8 |
| XOR/XNOR | 27 | 27 | 10.0 |
| latches | 5 | 5 | 3.19 |
| other | 2 | 64 | 0.319 |
| multiplexers | 1 | 1 | 0.425 |
## power by group through the flow
stage	clock (mW)	sequential, mW	combinational, mW
after CTS	0	0.000921	0.217
after global routing	0	0.000953	0.238
final	0	0.000912	0.213
## layout make-up
cell class,count,area share (%)
inverter,7,0.827
multi-input combinational,292,61.6
sequential,5,2.36
tap,143,5.63
timing repair buffer,94,29.6
## placed cells by master (no fill, tap or decap), types with 4 or more instances in the layout
cell              n
inv_1             7
or2_2             4
xnor2_1          16
nor2_1           19
a21oi_1          22
o21bai_1          5
conb_1           64
dlxtn_1           5
nor4_1            4
o21a_1            5
ha_1             32
o21ai_1           4
nand3_1           6
nor3_1            7
nand2_1          20
xor2_1           11
o21ai_0           7
a21o_1            7
nor2b_1           5
clkdlybuf4s50_1  94
## routing by layer
metal | vias up | track usage (%) | share of wire, % | wire length [um]
met5 | - | 0 | 0 | 0
met4 | 0 | 0.134 | 0.16 | 12
met3 | 2 | 3.23 | 12 | 875
met2 | 115 | 13.7 | 43 | 3220
met1 | 1036 | 11.3 | 45 | 3430
li1 | 1174 | - | - | -
## stage by stage
stage	hold slack (ns)	cells	power, mW	worst slack (ns)
after floorplan	3.49	376	0.122	3.19
after global placement	3.48	541	0.217	1.85
after detailed placement	3.48	541	0.216	1.84
after CTS	3.48	541	0.218	1.82
after global routing	3.48	541	0.239	1.62
final	3.48	541	0.214	1.80
Power and IR drop assume default switching activity.
